[./design.v]
`timescale 1ns/1ps
module asynch_fifo_top #(
    parameter DATA_WIDTH = 8,
    parameter ADDR_WIDTH = 4
)(
    input  logic                  w_clk, w_rst_n, w_inc,
    input  logic [DATA_WIDTH-1:0] w_data,
    output logic                  w_full,
    input  logic                  r_clk, r_rst_n, r_inc,
    output logic [DATA_WIDTH-1:0] r_data,
    output logic                  r_empty
);
    logic [ADDR_WIDTH-1:0] w_addr, r_addr;
    logic [ADDR_WIDTH:0]   w_ptr, r_ptr;
    logic [ADDR_WIDTH:0]   w_q2_r_ptr, r_q2_w_ptr;
    multi_ff #(.WIDTH(ADDR_WIDTH+1)) sync_r2w (
        .clk(w_clk), .rst_n(w_rst_n), 
        .din(r_ptr), .dout(w_q2_r_ptr)
    );
    multi_ff #(.WIDTH(ADDR_WIDTH+1)) sync_w2r (
        .clk(r_clk), .rst_n(r_rst_n), 
        .din(w_ptr), .dout(r_q2_w_ptr)
    );
    w_ptr_full_flag #(.ADDR_WIDTH(ADDR_WIDTH)) w_logic (
        .w_clk(w_clk), .w_rst_n(w_rst_n), .w_inc(w_inc),
        .w_q2_r_ptr(w_q2_r_ptr), 
        .w_full(w_full), .w_addr(w_addr), .w_ptr(w_ptr)
    );
    r_ptr_empty_flag #(.ADDR_WIDTH(ADDR_WIDTH)) r_logic (
        .r_clk(r_clk), .r_rst_n(r_rst_n), .r_inc(r_inc),
        .r_q2_w_ptr(r_q2_w_ptr),
        .r_empty(r_empty), .r_addr(r_addr), .r_ptr(r_ptr)
    );
    mem #(.DATA_WIDTH(DATA_WIDTH), .ADDR_WIDTH(ADDR_WIDTH)) memory (
        .w_clk(w_clk), .w_inc(w_inc), .w_full(w_full), .w_addr(w_addr), .w_data(w_data),
        .r_clk(r_clk), .r_rst_n(r_rst_n), .r_inc(r_inc), .r_empty(r_empty), .r_addr(r_addr), .r_data(r_data)
    );
    initial begin
        $dumpfile("fifo_dump.vcd");
        $dumpvars(0, asynch_fifo_top);
    end
endmodule
`timescale 1ns/1ps
module mem #(
    parameter DATA_WIDTH = 8,
    parameter ADDR_WIDTH = 4
)(
    input  logic                  w_clk,
    input  logic                  w_inc,
    input  logic                  w_full,
    input  logic [ADDR_WIDTH-1:0] w_addr,
    input  logic [DATA_WIDTH-1:0] w_data,
    input  logic                  r_clk,
    input  logic                  r_rst_n,
    input  logic                  r_inc,
    input  logic                  r_empty,
    input  logic [ADDR_WIDTH-1:0] r_addr,
    output logic [DATA_WIDTH-1:0] r_data
);
    localparam DEPTH = 1 << ADDR_WIDTH;
    logic [DATA_WIDTH-1:0] mem [0:DEPTH-1];
    always_ff @(posedge w_clk) begin
        if (w_inc && !w_full) 
            mem[w_addr] <= w_data;
    end
    assign r_data = mem[r_addr];
endmodule
`timescale 1ns/1ps
module multi_ff #(
    parameter WIDTH = 4
)(
    input  logic             clk,
    input  logic             rst_n,
    input  logic [WIDTH-1:0] din,
    output logic [WIDTH-1:0] dout
);
    logic [WIDTH-1:0] stage1;
    always_ff @(posedge clk or negedge rst_n) begin
        if (!rst_n) begin
            stage1 <= '0;
            dout   <= '0;
        end else begin
            stage1 <= din;
            dout   <= stage1;
        end
    end
endmodule
`timescale 1ns/1ps
module r_ptr_empty_flag #(
    parameter ADDR_WIDTH = 4
)(
    input  logic                  r_clk,
    input  logic                  r_rst_n,
    input  logic                  r_inc,
    input  logic [ADDR_WIDTH:0]   r_q2_w_ptr,  
    output logic                  r_empty,
    output logic [ADDR_WIDTH-1:0] r_addr,      
    output logic [ADDR_WIDTH:0]   r_ptr        
);
    logic [ADDR_WIDTH:0] r_bin, r_bin_next, r_gray_next;
    assign r_bin_next  = r_bin + (r_inc & ~r_empty);
    assign r_gray_next = (r_bin_next >> 1) ^ r_bin_next;
    assign r_empty = (r_ptr == r_q2_w_ptr);
    assign r_addr = r_bin[ADDR_WIDTH-1:0];
    always_ff @(posedge r_clk or negedge r_rst_n) begin
        if (!r_rst_n) begin
            r_bin <= '0;
            r_ptr <= '0;
        end else begin
            r_bin <= r_bin_next;
            r_ptr <= r_gray_next;
        end
    end
endmodule
`timescale 1ns/1ps
module w_ptr_full_flag #(
    parameter ADDR_WIDTH = 4
)(
    input  logic                  w_clk,
    input  logic                  w_rst_n,
    input  logic                  w_inc,
    input  logic [ADDR_WIDTH:0]   w_q2_r_ptr,  
    output logic                  w_full,
    output logic [ADDR_WIDTH-1:0] w_addr,      
    output logic [ADDR_WIDTH:0]   w_ptr        
);
    logic [ADDR_WIDTH:0] w_bin, w_bin_next, w_gray_next;
    assign w_bin_next  = w_bin + (w_inc & ~w_full);
    assign w_gray_next = (w_bin_next >> 1) ^ w_bin_next;
    assign w_full = (w_ptr == {~w_q2_r_ptr[ADDR_WIDTH:ADDR_WIDTH-1], w_q2_r_ptr[ADDR_WIDTH-2:0]});
    assign w_addr = w_bin[ADDR_WIDTH-1:0];
    always_ff @(posedge w_clk or negedge w_rst_n) begin
        if (!w_rst_n) begin
            w_bin <= '0;
            w_ptr <= '0;
        end else begin
            w_bin <= w_bin_next;
            w_ptr <= w_gray_next;
        end
    end
endmodule
[./run.sh]
#!/bin/bash
# OpenROAD 26Q1-2900-gdf79404cd8, Yosys 0.63+post, stock flow scripts
make -C /OpenROAD-flow-scripts/flow DESIGN_CONFIG=/design/flow/config.mk WORK_HOME=/design/flow/orfs finish
[./config.mk]
export PLATFORM = sky130hd
export DESIGN_NAME = asynch_fifo_top
export DESIGN_NICKNAME = asynch_fifo_top
export VERILOG_FILES = /design/flow/design.v
export SDC_FILE = /design/flow/constraint.sdc
export NUM_CORES = 4
export LEC_CHECK = 1
export CORE_UTILIZATION = 30
[./constraint.sdc]
current_design asynch_fifo_top

set clk_period 6.0
set clk_io_pct 0.2

create_clock -name clk0 -period $clk_period [get_ports {r_clk}]
create_clock -name clk1 -period $clk_period [get_ports {w_clk}]

set non_clock_inputs [all_inputs -no_clocks]
set_input_delay [expr $clk_period * $clk_io_pct] -clock clk0 $non_clock_inputs
set_output_delay [expr $clk_period * $clk_io_pct] -clock clk0 [all_outputs]
==> summary.rpt <==
RUN METRICS
----------------------------------------------------
[Yosys]
  Area fraction in compound gates ........................ under 10%
  Number of cells in the yosys synthesis report ........................ around 300
  Largest logic family ........................ multiplexers
  Library cell with the highest instance count after synthesis ........................ sky130_fd_sc_hd__edfxtp_1
  Chip Area, Yosys ........................ 6350 um^2
  Mux frac, synth ........................ between 10 and 15%
  Synthesized-area fraction occupied by and/or/nand/nor cells ........................ about 2.3%
  Top-area cell type share of the netlist area ........................ just over 60%
  XOR-XNOR Cells, Area Fraction ........................ between 3 and 4%
  Tally of yosys warning messages ........................ 7
  Flops after synth ........................ roughly 170
  Library cell occupying the most area in the post-synthesis netlist ........................ sky130_fd_sc_hd__edfxtp_1
  Cells after Synth ........................ roughly 300
  Cell variety after synth ........................ 29
  Largest cells by area after synthesis ........................ sky130_fd_sc_hd__edfxtp_1, sky130_fd_sc_hd__dfrtp_1, sky130_fd_sc_hd__mux4_2, sky130_fd_sc_hd__mux4_1, sky130_fd_sc_hd__xor2_1
  Mapped Avg Cell Area ........................ about 21 um^2
  Post-Syn Area ........................ 6350 um^2
  Yosys adder share ........................ 0.788%
  Proportion of synthesized flip-flops having asynchronous set or reset ........................ around 23%
  Count of library flops with an enable pin ........................ 128
  Post-synthesis sequential area ratio ........................ ~75%
  Top FF cell, synth ........................ sky130_fd_sc_hd__edfxtp_1
  Most instantiated cells after synthesis ........................ sky130_fd_sc_hd__edfxtp_1, sky130_fd_sc_hd__dfrtp_1, sky130_fd_sc_hd__mux4_2

[Floorplan]
  I/O pin total ........................ 24
  Core area ........................ between 20000 and 25000 um^2
  Pre-Place Util ........................ 31.0%
  Cell row count ........................ 52
  DIE AREA ........................ 21800 um^2
  Horiz. Die Dim ........................ between 100 and 150 um
  Height of the chip ........................ roughly 150 um

[CTS]
  Clock tree from TritonCTS ........................ done
  Buffers inserted during post-CTS setup optimization ........................ 0
  Hold-fix buffers, CTS ........................ 0
  Clock transition at the registers of the reported paths ........................ 0.06 ns
  Total clock sinks ........................ approximately 170
  Post-cts gate resize count ........................ 0

[Setup path]
  Cell type of the slowest stage on the worst timing path ........................ sky130_fd_sc_hd__dfrtp_2
  Type of destination of the critical path ........................ primary output
  Crit Reg-Reg Startpoint ........................ r_logic.r_ptr[4]$_DFF_PN0_
  R2R Setup Slk ........................ between 3 and 4 ns
  CP cell instances ........................ buf_4 > mux4_2 > a22oi_1 > nand2_1 > clkdlybuf4s50_1
  Worst reg2reg endpoint ........................ r_logic.r_ptr[1]$_DFF_PN0_
  Required time at the endpoint of the critical path ........................ about 4.8 ns
  Worst r2r path cells ........................ 7
  Maximum net fanout on the critical path ........................ 22
  Element type at the critical path start ........................ flop
  Category of the most critical setup path ........................ flop to primary output
  Arrival time of data at the critical path endpoint ........................ roughly 2.7 ns
  Crit-path max cell delay ........................ roughly 0.58 ns

[Placement]
  Number of cells after detailed placement ........................ between 600 and 700
  Detailed placement HPWL ........................ between 7 and 8 mm
  Routability cong. ........................ 0.763
  Buffers on Ports ........................ 22

[Pwr]
  Worst-case vdd ir drop ........................ between 0.2 and 0.25 mV
  LEAKAGE ........................ 0.00263 uW
  Power density cells ........................ 506 nW/um^2
  Total power after layout ........................ 3890 uW

[Routing]
  Antenna Diode Count ........................ 0
  Residual DRC ........................ 0
  Total iterations of the first detailed-routing run ........................ 4
  Mean routed wirelength per cell ........................ approximately 19 um
  DR vias ........................ ~3000
  Detailed Route WL ........................ 11.9 mm
  Via density per instance ........................ about 4.7
  Number of nets still failing antenna checks after routing ........................ 0
  Initial detailed-routing violation count ........................ 161

[Status]
  Outcome ........................ finished, final reports clean

[Final layout]
  Layout filler cell count ........................ 1802
  Cell Count, Final, Fillers Out ........................ around 640
  Layout cells sized above 1 ........................ between 20% and 30%
  Layout overhead on the synthesized area ........................ 21.0%

[Worst hold path]
  Hold_sp ........................ r_logic.r_ptr[1]$_DFF_PN0_
  Number of cells traversed by the worst hold path ........................ 0
  Worst hold path class ........................ flop to flop
  Worst-case hold path end point ........................ sync_r2w.stage1[1]$_DFF_PN0_

[Final timing]
  Final setup violation count ........................ 0
  Clock Skews ........................ roughly 0.0075 ns
  RSZ-0062 raised after global routing ........................ no
  Pins over their slew limit ........................ 0
  Slew headroom ........................ about 45%
  Number of hold-slack violations in the final timing report ........................ 0
  Total Negative Setup Slacks ........................ 0 ns
  Slew at the pin with the worst max-slew slack ........................ between 0.8 and 0.9 ns

[GRT]
  Met3 capacity usage during global routing ........................ between 8 and 9%
  Combined global-route utilization of all metal layers ........................ 12.2%
  Remaining global-route overflow ........................ 0
  Global-route wire length before repair ........................ between 15 and 20 mm
  Met2 Track Usage GR ........................ 18.1%
  Layer carrying the most global-route usage ........................ met2
  Vias in the first global route ........................ between 3000 and 4000
  Number of antenna violations at the first check in global routing ........................ 0
  GR met1 Demand/Resource ........................ about 15%
  Pin count of the biggest net entering global routing ........................ 35

[Flow run]
  OpenROAD warning count ........................ 26
  Max Cap Viol ........................ 0

----------------------------------------------------
==> cell usage in the layout (no fill, tap or decap), types with 10 or more instances in the layout <==
cell type,netlist,routed
sky130_fd_sc_hd__clkbuf_16,0,20
sky130_fd_sc_hd__mux4_2,18,18
sky130_fd_sc_hd__mux4_1,14,14
sky130_fd_sc_hd__xor2_1,14,14
sky130_fd_sc_hd__xnor2_1,10,10
sky130_fd_sc_hd__a22oi_1,16,16
sky130_fd_sc_hd__nand2_1,10,10
sky130_fd_sc_hd__dfrtp_1,38,37
sky130_fd_sc_hd__clkdlybuf4s50_1,0,22
sky130_fd_sc_hd__a211oi_1,12,12
sky130_fd_sc_hd__buf_4,1,23
sky130_fd_sc_hd__edfxtp_1,128,128
==> kinds of logic after synthesis <==
| kind of cell | Yosys count |
|---|---|
| mux | 32 |
| xor+xnor | 24 |
| simple gates | 28 |
| flops | 166 |
| fa+ha+maj | 4 |
| buf+inv | 15 |
| compound gates | 34 |
==> state kept, by name, summed over array words and instances (netlist names) <==
signal,cells
r_logic.r_bin,4
w_logic.w_ptr,5
sync_r2w.dout,5
sync_w2r.stage1,5
w_logic.w_bin,4
memory.mem,128
sync_w2r.dout,5
r_logic.r_ptr,5
sync_r2w.stage1,5
==> stage by stage <==
step / setup slack [ns] / cell area [um^2] / hold WS [ns] / utilization [%]
2_1_floorplan: 2.45 / 6350 / 0.331 / -
3_3_place_gp: 2.25 / 7010 / 0.333 / 34.2
3_5_place_dp: 2.26 / 7010 / 0.335 / 34.2
4_1_cts: 1.97 / 7690 / 0.225 / 37.5
5_1_grt: 1.82 / 7690 / 0.242 / 37.5
6_report: 2.07 / 7690 / 0.239 / 37.5
==> cell type report <==
type	instances	area, um^2	share of cell area (%)
sequential	166	4800	62.3
multi-input combinational	122	1470	19.1
clock buffer	20	500	6.51
timing repair buffer	45	393	5.11
tap	270	338	4.39
clock inverter	15	186	2.42
inverter	2	7.51	0.0976
==> report_power, final <==
group | switching, uW | internal (uW) | leakage, uW | total (uW)
logic | 543 | 526 | 0.000705 | 1070
clock network | 463 | 749 | 0.000326 | 1210
registers | 138 | 1480 | 0.00160 | 1610
==> worst max-delay path: cells and delay by family, from the launching register on <==
| family | cells | cell delay [ns] |
|---|---|---|
| DFF | 1 | 0.58 |
| muxes | 1 | 0.56 |
| AOI/OAI and AO/OA | 1 | 0.35 |
| and+or+nand+nor | 1 | 0.11 |
| buffers and inverters | 2 | 0.86 |
==> how the worst max path moves through the flow <==
stage | startpoint | to | slack, ns | depth (start not counted)
6_report | r_logic.r_bin[0]$_DFF_PN0_ | r_data[4] | 2.07 | 5
4_1_cts | r_logic.r_bin[0]$_DFF_PN0_ | r_data[4] | 1.97 | 5
5_1_grt | r_logic.r_bin[0]$_DFF_PN0_ | r_data[4] | 1.82 | 5
==> metal layers <==
metal | share of wire (%) | vias up | wire, um
met3 | 11 | 4 | 1290
met2 | 48 | 130 | 5680
met5 | 0 | - | 0
met1 | 41 | 1524 | 4830
met4 | 0.69 | 0 | 82
li1 | - | 1352 | -
Power and IR drop assume default switching activity.
